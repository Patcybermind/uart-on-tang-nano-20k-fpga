--- design/flow/run.sh ---
#!/bin/bash
# OpenROAD 26Q1-2900-gdf79404cd8, Yosys 0.63+post, stock flow scripts
make -C /OpenROAD-flow-scripts/flow DESIGN_CONFIG=/design/flow/config.mk WORK_HOME=/design/flow/orfs finish
--- design/flow/config.mk ---
export PLATFORM = sky130hd
export DESIGN_NAME = top
export DESIGN_NICKNAME = top
export VERILOG_FILES = /design/flow/design.v
export SDC_FILE = /design/flow/constraint.sdc
export NUM_CORES = 4
export LEC_CHECK = 1
export CORE_UTILIZATION = 30
--- design/flow/constraint.sdc ---
current_design top

set clk_period 5.1
set clk_io_pct 0.2

create_clock -name clk0 -period $clk_period [get_ports {clk}]

set non_clock_inputs [all_inputs -no_clocks]
set_input_delay [expr $clk_period * $clk_io_pct] -clock clk0 $non_clock_inputs
set_output_delay [expr $clk_period * $clk_io_pct] -clock clk0 [all_outputs]
--- design/flow/design.v ---
`default_nettype none
module top
#(
    parameter DELAY_FRAMES = 234  
)
(
    input clk,
    input uart_rx,
    output uart_tx,
    output reg [5:0] led,
    input btn1
);
    localparam HALF_DELAY_WAIT = (DELAY_FRAMES / 2);
reg [3:0] rxState = 0;
reg [12:0] rxCounter = 0;
reg [2:0] rxBitNumber = 0;
reg [7:0] dataIn = 0;
reg byteReady = 0;
localparam RX_STATE_IDLE = 0;
localparam RX_STATE_START_BIT = 1;
localparam RX_STATE_READ_WAIT = 2;
localparam RX_STATE_READ = 3;
localparam RX_STATE_STOP_BIT = 5;
reg [3:0] txState = 0;
reg [24:0] txCounter = 0;
reg [7:0] dataOut = 0;
reg txPinRegister = 1;
reg [2:0] txBitNumber = 0;
reg [3:0] txByteCounter = 0;
assign uart_tx = txPinRegister;
localparam MEMORY_LENGTH = 12;
reg [7:0] testMemory [MEMORY_LENGTH-1:0];
initial begin
    testMemory[0] = "h";
    testMemory[1] = "e";
    testMemory[2] = "l";
    testMemory[3] = "l";
    testMemory[4] = "o";
    testMemory[5] = " ";
    testMemory[6] = "w";
    testMemory[7] = "o";
    testMemory[8] = "r";
    testMemory[9] = "l";
    testMemory[10] = "d";
    testMemory[11] = " ";
end
localparam TX_STATE_IDLE = 0;
localparam TX_STATE_START_BIT = 1;
localparam TX_STATE_WRITE = 2;
localparam TX_STATE_STOP_BIT = 3;
localparam TX_STATE_DEBOUNCE = 4;
always @(posedge clk) begin
    case (txState)
        TX_STATE_IDLE: begin
            if (btn1 == 0) begin
                txState <= TX_STATE_START_BIT;
                txCounter <= 0;
                txByteCounter <= 0;
            end
            else begin
                txPinRegister <= 1;
            end
        end 
        TX_STATE_START_BIT: begin
            txPinRegister <= 0;
            if ((txCounter + 1) == DELAY_FRAMES) begin
                txState <= TX_STATE_WRITE;
                dataOut <= testMemory[txByteCounter];
                txBitNumber <= 0;
                txCounter <= 0;
            end else 
                txCounter <= txCounter + 1;
        end
        TX_STATE_WRITE: begin
            txPinRegister <= dataOut[txBitNumber];
            if ((txCounter + 1) == DELAY_FRAMES) begin
                if (txBitNumber == 3'b111) begin
                    txState <= TX_STATE_STOP_BIT;
                end else begin
                    txState <= TX_STATE_WRITE;
                    txBitNumber <= txBitNumber + 1;
                end
                txCounter <= 0;
            end else 
                txCounter <= txCounter + 1;
        end
        TX_STATE_STOP_BIT: begin
            txPinRegister <= 1;
            if ((txCounter + 1) == DELAY_FRAMES) begin
                if (txByteCounter == MEMORY_LENGTH - 1) begin
                    txState <= TX_STATE_DEBOUNCE;
                end else begin
                    txByteCounter <= txByteCounter + 1;
                    txState <= TX_STATE_START_BIT;
                end
                txCounter <= 0;
            end else 
                txCounter <= txCounter + 1;
        end
        TX_STATE_DEBOUNCE: begin
            if (txCounter == 23'b111111111111111111) begin
                if (btn1 == 1) 
                    txState <= TX_STATE_IDLE;
            end else
                txCounter <= txCounter + 1;
        end
    endcase
end
always @(posedge clk) begin
    if (byteReady) begin
        led <= ~dataIn[5:0];
    end
end
always @(posedge clk) begin
    case (rxState)
        RX_STATE_IDLE: begin
            if (uart_rx == 0) begin
                rxState <= RX_STATE_START_BIT;
                rxCounter <= 1;
                rxBitNumber <= 0;
                byteReady <= 0;
            end
        end 
        RX_STATE_START_BIT: begin
            if (rxCounter == HALF_DELAY_WAIT) begin
                rxState <= RX_STATE_READ_WAIT;
                rxCounter <= 1;
            end else 
                rxCounter <= rxCounter + 1;
        end
        RX_STATE_READ_WAIT: begin
            rxCounter <= rxCounter + 1;
            if ((rxCounter + 1) == DELAY_FRAMES) begin
                rxState <= RX_STATE_READ;
            end
        end
        RX_STATE_READ: begin
            rxCounter <= 1;
            dataIn <= {uart_rx, dataIn[7:1]};
            rxBitNumber <= rxBitNumber + 1;
            if (rxBitNumber == 3'b111)
                rxState <= RX_STATE_STOP_BIT;
            else
                rxState <= RX_STATE_READ_WAIT;
        end
        RX_STATE_STOP_BIT: begin
            rxCounter <= rxCounter + 1;
            if ((rxCounter + 1) == DELAY_FRAMES) begin
                rxState <= RX_STATE_IDLE;
                rxCounter <= 0;
                byteReady <= 1;
            end
        end
    endcase
end
endmodule
==> flow_results.org <==
#+TITLE: Physical design notes

** Cells and area
- The post-route netlist has under 10% of its cells at a drive strength greater than 1.
- Most instantiated logic cell after routing :: sky130_fd_sc_hd__edfxtp_1
- Leaving out buffers and inverters, the combinational logic in the layout accounts for ~2000 sq um.
- Per the cell usage report, the commonest logic cells after layout are sky130_fd_sc_hd__edfxtp_1 (77), sky130_fd_sc_hd__nor2_1 (60), sky130_fd_sc_hd__xnor2_1 (27), sky130_fd_sc_hd__inv_1 (21), sky130_fd_sc_hd__nand2_1 (20).
- Count of fill cells added during filler insertion :: 1,382
- In the final layout, flip-flops and latches occupy around 2300 sq um.
- Relative area change from synthesis to final layout :: 13.5%

** Critical path
- Master of the slowest instance on the critical path :: sky130_fd_sc_hd__or4_4
- The critical path endpoint has a required time of 5.11 ns.
- Critical Setup Path Class :: flip-flop to flip-flop
- Number of buffers and inverters on the critical path :: 0
- STA lists the endpoint of the worst register-to-register path as dataOut[5].
- Top cell family by delay on the critical path :: simple AND/OR/NAND/NOR gates
- Critical R2R Launch :: txCounter[0]
- Count of cells along the worst register-to-register path :: 7
- For flop-to-flop paths, the worst setup slack is approximately 1.9 ns.
- Crit-path max FO :: 9
- CP Cell Sequence :: ha_1 -> nand2_1 -> or4_4 -> nor4_1 -> xnor2_1 -> and3_1 -> and3b_1
- Crit end category :: flip-flop
- The worst setup path is launched from a flip-flop.
- Data arrival, critical path :: 3.20 ns
- Largest stage delay, worst path :: roughly 0.51 ns

** Place
- Input/output buffers :: 9
- Estimated wirelength of the detail-placed design :: 5.24 mm
- Setup slack on the worst path after placement came out at between 1.5 and 2 ns.
- Routability cong. :: approximately 0.86

** Yosys
- Once synthesis finished, the tally of register bits stood at a little under 80.
- Async S/R FF share, synth :: 0%
- The biggest area contributor in the post-synthesis netlist is sky130_fd_sc_hd__edfxtp_1.
- Post-synthesis cell count :: ~420
- Sequential-to-total area share from yosys stat :: a little over half
- Per the synthesis report, the number of distinct cell types is between 50 and 60.
- Among all flip-flop cells after synthesis, the most frequent one is sky130_fd_sc_hd__edfxtp_1.
- In this run, synthesis inferred slightly below 80 flip-flops with an integrated enable.
- Sorting the synthesized cells by area gives the leading types as sky130_fd_sc_hd__edfxtp_1 (52%), sky130_fd_sc_hd__xnor2_1 (5.5%), sky130_fd_sc_hd__nor2_1 (5.1%), sky130_fd_sc_hd__ha_1 (4.2%), sky130_fd_sc_hd__xor2_1 (2.6%).
- Top cell type's share of synthesized area :: 52.2%
- A synthesized cell averages around 11 sq um.
- Summing every instance area after synthesis gives 4430 sq um.
- Chip area estimate from yosys synthesis :: approximately 4400 sq um
- Yosys stat counts about 420 cells in the synthesized netlist.
- Synthesis Warnings :: 1

** Pwr
- Highest ir drop seen on vdd :: 234 uV
- Dividing total power by cell area gives a power density of just under 300 nW/um^2.
- P_leak :: around 1.7 nW

** Clocking
- The cell sitting at the root of the clock tree is a sky130_fd_sc_hd__clkbuf_16.
- Per the CTS log, the buffer count on the longest clock path is 2.
- The later pin in the worst-skew pair is clocked with a latency of roughly 0.33 ns.
- The clock net in this run drives a total of approximately 77 sinks.
- CTS clk-pin slew, worst paths :: ~0.060 ns
- Count of H-tree levels built during CTS :: 3
- TritonCTS built the clock tree.
- Buffer count from post-CTS setup fixing :: 0
- Post-CTS repair changed the size of 0 cells.
- Hold-fix buffer count after cts :: 0
- Inserted Clock Buffers :: 9

** Floorplan
- Measured along the x axis, the die boundary spans approximately 120 um.
- The initialized floorplan defines 44 standard-cell rows.
- Full die area :: 15,300 sq um
- Core area :: roughly 14,000 sq um
- Starting Density :: 30.6%
- Vertical die dimension :: between 100 and 150 um
- The floorplan report gives the top-level pin count as 10.

** Detailed routing
- Antenna-violating nets left :: 0
- Residual DRC count :: 0
- Aggregate routed wire length :: between 7 and 8 mm
- The final antenna diode tally reported by the flow is 0.
- Average wire per standard cell :: about 12 um
- Drt initial violations :: ~160
- The script logs the ratio of routed vias to standard cells as between 4 and 5.
- First-pass detailed-route iteration total :: 4
- Total via count in the routed design :: between 2,000 and 3,000

** Timing
- Worst-case setup margin in the final layout :: 1.90 ns
- Final worst path period need :: between 3 and 4 ns
- Clock skew on the completed layout was measured at about 0.0041 ns.
- Post-route period utilization is reported as 62.7%.
- Per the final timing report, the hold violations number 0.
- Derived from the worst setup path, the maximum achievable clock frequency is around 310 MHz.
- Final Setup Violations :: 0
- Worst relative slew slack :: a little under 50%
- RSZ-0062 raised after global routing :: no
- The pin closest to its max-slew limit shows a slew of between 0.7 and 0.8 ns.
- The final layout reports a setup TNS of 0 ns.
- Max-slew check failures listed in the final report amount to 0.

** Flow run
- Maximum Capacitance Violations :: 0
- OpenROAD warning count :: 33

** Worst hold path
- Hold worst-path end :: dataIn[5]
- Note that the worst hold path type here is flip-flop to flip-flop.
- Looking at hold timing, the worst path starts from dataIn[6].
- The report gives the cell count of the worst hold path as 0.

** Global route
- Via count of the first global-routing pass :: ~2,800
- The first global-routing pass estimated roughly 13 mm of wire.
- Per the GRT congestion report, total overflow comes to 0.
- GR Util All Layers :: roughly 11%
- Maximum number of pins on one net before global-route repair :: 26
- The initial antenna violation count came to 0.

** Run status
- The run finished with clean final reports.
-- power breakdown --
group          switching [mW]  internal [mW]  total, mW
registers              0.0107          0.698      0.709
clock network           0.241          0.478      0.719
logic                  0.0151         0.0136     0.0287
-- flip-flops by register name (all words and copies together) (netlist names) --
| register | cells |
|---|---|
| byteReady | 1 |
| dataIn | 8 |
| dataOut | 7 |
| led | 6 |
| rxBitNumber | 3 |
| rxCounter | 13 |
| rxState | 3 |
| txBitNumber | 3 |
| txByteCounter | 4 |
| txCounter | 25 |
| txPinRegister | 1 |
| txState | 3 |
-- worst max path at each step --
stage | from | endpoint | slack [ns] | cells past startpoint
6_report | txCounter[0] | dataOut[5] | 1.90 | 7
5_1_grt | txCounter[0] | dataOut[5] | 1.60 | 7
4_1_cts | txCounter[0] | dataOut[5] | 1.94 | 7
-- final cells by class --
type	count	area share, %
clock buffers	10	4.55
clock inverters	6	2.19
inverters	21	1.57
multi-input cells	302	38.9
flip-flops and latches	77	46.0
well taps	184	4.58
repair buffers	12	2.24
-- metrics by stage --
stage,cell area [sq um],cells,util [%],hold slack (ns),power (mW)
3_5_place_dp,4690,596,32.4,0.410,0.751
6_report,5030,612,34.7,0.420,1.46
5_1_grt,5030,612,34.7,0.431,1.50
4_1_cts,5030,612,34.7,0.423,1.48
2_1_floorplan,4430,419,-,0.400,0.741
3_3_place_gp,4690,596,32.4,0.411,0.750
-- cells in the mapped netlist, drive strengths merged (2+ instances only) --
cell type	number
nand2b	8
nor2b	4
nand3b	2
nor3	18
nand2	20
or4	2
mux2i	2
nor4	9
or3	5
and2	9
buf	5
and3	13
edfxtp	77
a22o	2
nor3b	2
nand3	17
and3b	2
o21ai	13
a31oi	5
ha	15
a31o	2
a21oi	12
or2	3
clkbuf	14
xnor2	28
nand4	9
a211oi	6
and4	3
inv	21
nor2	60
xor2	13
-- cell families after synthesis --
logic type | Yosys count | share of synthesized area (%)
simple gates | 188 | 22.4
compound gates | 54 | 8.22
fa+ha+maj | 15 | 4.24
mux | 3 | 0.960
xor+xnor | 41 | 8.11
buf+inv | 40 | 3.84
flops | 77 | 52.2
other cells | 1 | 0.0846
-- routing by layer --
| metal | routed length, um | GRT usage [%] |
|---|---|---|
| met3 | 282 | 2.73 |
| met1 | 3820 | 17.5 |
| met5 | 0 | 0 |
| met2 | 3370 | 17.0 |
| met4 | 35 | 1.28 |
-- worst reg2reg max path, cell delays in order, from the launching register on --
cell                       delay [ns]
sky130_fd_sc_hd__edfxtp_1        0.45
sky130_fd_sc_hd__ha_1            0.37
sky130_fd_sc_hd__nand2_1         0.20
sky130_fd_sc_hd__or4_4           0.51
sky130_fd_sc_hd__nor4_1          0.35
sky130_fd_sc_hd__xnor2_1         0.22
sky130_fd_sc_hd__and3_1          0.40
sky130_fd_sc_hd__and3b_1         0.39
No activity file was given, so power comes from the tool's default toggle rates.
